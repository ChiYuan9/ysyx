**/design/flow/constraint.sdc**
```tcl
current_design light

set clk_period 4.3
set clk_io_pct 0.2

create_clock -name clk0 -period $clk_period [get_ports {clk}]

set non_clock_inputs [all_inputs -no_clocks]
set_input_delay [expr $clk_period * $clk_io_pct] -clock clk0 $non_clock_inputs
set_output_delay [expr $clk_period * $clk_io_pct] -clock clk0 [all_outputs]
```
**/design/flow/run.sh**
```bash
#!/bin/bash
# OpenROAD 26Q1-2900-gdf79404cd8, Yosys 0.63+post, stock flow scripts
make -C /OpenROAD-flow-scripts/flow DESIGN_CONFIG=/design/flow/config.mk WORK_HOME=/design/flow/orfs finish
```
**/design/flow/config.mk**
```make
export PLATFORM = sky130hd
export DESIGN_NAME = light
export DESIGN_NICKNAME = light
export VERILOG_FILES = /design/flow/design.v
export SDC_FILE = /design/flow/constraint.sdc
export NUM_CORES = 4
export LEC_CHECK = 1
export CORE_AREA = 10 10 111 111
export DIE_AREA = 0 0 121 121
```
**/design/flow/design.v**
```verilog
module light(
	input clk,
	input rst,
	output reg [15:0] led
);
	reg[31:0] count;
	always @(posedge clk) begin
		if(rst) begin
			led <= 1;
			count <= 0;
		end
		else begin
			if(count == 0)
				led <= {led[14:0], led[15]};
			count <= (count >= 5000000 ? 32'b0 : count + 1);
		end
	end
endmodule
```
==> flow_summary.ini <==
; flow metrics
[run_status]
status = finished, final reports clean

[floorplan]
io_pins = 18
core_area_mm2 = 0.00986
rows = 36
fp_util_pct = 20.1
die_h_um = 121
die_x_um = 121
dieArea_mm2 = 0.0146

[detailed_routing]
wl_per_cell_um = 10.6
antenna_cells = 0
dr.pass1.iters = 4
routed_wl_um = 3820
via_per_inst = 4.15
vias = 1493
dr.first_iter.drc_count = 82
post-route-drc-count = 0
drtAntennaViolNets = 0

[clock_network]
cts_htree_levels = 2
cts_tree = built
clk_latency_ps = 300
ctsLongestPathBuffers = 2
numCtsBuffers = 5
post_cts_resize_count = 0
cts_sinks = 48
ctsHoldBuffers = 0
clkSlewWorstSetupHoldPaths_ps = 90
clock-root-buffer = clkbuf_8
postCtsSetupBuffers = 0

[sta]
maxSlewHeadroom_pct = 42.4
finalSetupViolations = 0
finalCriticalPeriod_ps = 2430
finalMaxSlewViolations = 0
tightest_slew_ps = 864
rsz0062_at_grt = no
fmax_mhz = 412
worst_slack_ps = 1870
post-route-period-util_pct = 56.5
tns_ps = 0
fin_skew_ps = 6.25
finalHoldViolCount = 0

[power]
p_leak_uw = 0.000729
p_per_area_mw_per_mm2 = 326
ir_worst_vdd_uv = 120
finalPower_uw = 794

[grt]
grt_pass1_wl_um = 6790
grt_max_degree = 24
grt-ovfl-total = 0
grt.total_usage_pct = 5.34
antenna_found_initial = 0
grt_pass1_vias = 1435

[yosys]
synthTopCellsByArea = dfxtp_1 (49%), mux2i_1 (8.1%), nor3_1 (5.6%)
ys.flops = 48
synth_cells = 204
ys_types = 34
synth-area-yosys_mm2 = 0.00198
netlist_area_mm2 = 0.00198
synth_area_leader_cell = dfxtp_1
ys_warn_count = 1
syn_avg_cell_area_um2 = 9.71
yosysTopAreaCellShare_pct = 48.5
ys_cells = 204
ys_seq_share_pct = 48.5

[place]
dp_hpwl_um = 2580
dp_cells = 352
place.gp.congestion = 0.787
io_buffers = 17
place_ws_ps = 1570

[setup_path]
reg2reg_from = count[2]
path_cells = clkdlybuf4s50_1 -> a2111o_1 -> a211oi_1
cp-start-kind = primary input
cp_top_family = AND-OR/OR-AND gates
crit_fanout = 23
slowest_delay_ps = 790
r2r-end = count[19]
cp_data_arrival_time_ps = 2630
slowest_stage = a2111o_1
ff2ff_path_depth = 4
cp.buffers_inverters = 1
crit_type = primary input to register
cp.depth = 3
r2r_setup_slack_ps = 2060
endpoint_kind = register
crit_required_ps = 4500
critPathLaunch = rst

[worst_hold_path]
whs_endpoint = led[15]
min_path_cells = 2
hp-class = register to register
worstHoldStart = led[15]

[run]
maxCapViolCount = 0
warnings = 26

[final_layout]
utilization_pct = 24.7
fin_cells = 360
syn_to_final_growth_pct = 22.8
n_fill_cell = 1028
drive_gt1_share_pct = 5.29
cell type report:
type                    instances  area (um2)  share of cell area, %
clock buffers                   6        82.6                   3.40
flip-flops and latches         48         961                   39.5
repair buffers                 18         178                   7.30
well taps                     133         166                   6.84
clock inverters                 2        38.8                   1.59
multi-input cells             148         987                   40.6
inverters                       5        18.8                  0.772
power breakdown:
| group | total, uW | switching, uW | internal (uW) |
|---|---|---|---|
| clock | 336 | 146 | 190 |
| sequential | 450 | 1.22 | 449 |
| combinational | 7.72 | 3.75 | 3.96 |
| total | 794 | 151 | 643 |
cells in the final DEF, fill, tap and decap left out, drive strengths merged, types with 2 or more instances in the layout:
cell type / Yosys / routed
a211oi: 7 / 7
and3: 2 / 2
clkbuf: 7 / 6
clkdlybuf4s50: 0 / 17
conb: 1 / 9
dfxtp: 48 / 48
ha: 2 / 2
inv: 5 / 5
mux2i: 16 / 16
nand2: 8 / 8
nand2b: 16 / 16
nand3: 7 / 7
nand4: 6 / 6
nor2: 6 / 6
nor3: 23 / 23
nor4: 6 / 6
o211ai: 2 / 2
o21ai: 5 / 5
o31ai: 3 / 3
or3: 5 / 5
or4: 4 / 4
xnor2: 10 / 10
xor2: 3 / 3
Yosys cell counts:
cell / number
o211ai_1: 2
buf_2: 2
ha_1: 2
clkbuf_1: 7
conb_1: 1
a21oi_1: 1
o21ai_0: 5
or2_2: 1
and3_1: 2
xnor2_1: 10
or4_1: 4
inv_1: 5
or3_1: 5
a211oi_1: 7
and4_1: 1
a41oi_1: 1
nor4_1: 6
o2111a_1: 1
nor4b_1: 1
a2111o_1: 1
nand3_1: 7
nor3b_1: 1
buf_1: 2
nand4_4: 1
nor2_1: 6
nor3_2: 1
xor2_1: 3
nand2b_1: 16
nand2_1: 8
dfxtp_1: 48
mux2i_1: 16
nor3_1: 22
o31ai_1: 3
nand4_1: 5
flip-flops by register name (all words and copies together), names as in the netlist:
register and flops:
count 32, led 16
how the worst max path moves through the flow:
stage / slack, ps / to
final: 1870 / count[17]
after CTS: 1870 / count[17]
after global routing: 1730 / count[18]
worst register-to-register path: stages, from the launching register on:
cell and delay, ps:
dfxtp_1 450, nand3_1 270, or4_1 700, or4_1 510, a211oi_1 220
cell families (layout without fill, tap and decap cells):
logic type / after synthesis / count (layout) / share of synthesized area (%)
adders and majority gates: 2 / 2 / 1.26
muxes: 16 / 16 / 8.09
DFF: 48 / 48 / 48.5
other: 1 / 9 / 0.189
xor gates and xnor gates: 13 / 13 / 5.75
buffers and inverters: 16 / 31 / 3.16
AOI/OAI and AO/OA: 21 / 21 / 7.64
and+or+nand+nor: 87 / 87 / 25.4
layer usage:
metal | part of all wire, % | track usage, %
met5 | 0 | 0
met4 | 2.5 | 1.06
met3 | 3.9 | 1.32
met2 | 43 | 8.27
met1 | 51 | 7.43
per-stage QoR:
step | area (um2) | hold WS [ps]
after floorplan | 2010 | 449
after global placement | 2310 | 480
after detailed placement | 2310 | 485
after CTS | 2430 | 505
after global routing | 2430 | 534
final | 2430 | 500
Power and IR drop assume default switching activity.
