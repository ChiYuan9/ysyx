File: flow/design.v
module bcd7seg(
	input [3:0] num,
	output reg [7:0] display
);
always @(*) begin
	case(num)
		4'b0000 : display = 8'b00000011;
		4'b0001 : display = 8'b10011111;
		4'b0010 : display = 8'b00100101;
		4'b0011 : display = 8'b00001101;
		4'b0100 : display = 8'b10011001;
		4'b0101 : display = 8'b01001001;
		4'b0110 : display = 8'b01000001;
		4'b0111 : display = 8'b00011111;
		4'b1000 : display = 8'b00000001;
		4'b1001 : display = 8'b00001001;
		4'b1010 : display = 8'b00010001;
		4'b1011 : display = 8'b11000001;
		4'b1100 : display = 8'b01100011;
		4'b1101 : display = 8'b10000101;
		4'b1110 : display = 8'b01100001;
		4'b1111 : display = 8'b01110001;
	endcase
end
endmodule
File: flow/run.sh
#!/bin/bash
# OpenROAD 26Q1-2900-gdf79404cd8, Yosys 0.63+post, stock flow scripts
make -C /OpenROAD-flow-scripts/flow DESIGN_CONFIG=/design/flow/config.mk WORK_HOME=/design/flow/orfs finish
File: flow/config.mk
export PLATFORM = sky130hd
export DESIGN_NAME = bcd7seg
export DESIGN_NICKNAME = bcd7seg
export VERILOG_FILES = /design/flow/design.v
export SDC_FILE = /design/flow/constraint.sdc
export NUM_CORES = 4
export LEC_CHECK = 1
export CORE_AREA = 10 10 70 70
export DIE_AREA = 0 0 80 80
File: flow/constraint.sdc
current_design bcd7seg

set clk_period 1.4
set clk_io_pct 0.2

create_clock -name clk0 -period $clk_period

set non_clock_inputs [all_inputs -no_clocks]
set_input_delay [expr $clk_period * $clk_io_pct] -clock clk0 $non_clock_inputs
set_output_delay [expr $clk_period * $clk_io_pct] -clock clk0 [all_outputs]
==> impl_metrics.yaml <==
# physical design summary
synthesis:
  synthXorXnorAreaFrac_pct: 0
  synthDominantCellAreaShare_pct: 31.25
  postSynthSeqShare_pct: 0
  syn_avg_cell_area_um2: 8.008
  synth.cells.most_frequent: "7 x sky130_fd_sc_hd__ha_1, 6 x sky130_fd_sc_hd__mux2i_1, 5 x sky130_fd_sc_hd__nor2_1, 3 x sky130_fd_sc_hd__inv_1"
  synth.area.mux_share_pct: 29.46
  synth.area.top_cells: "sky130_fd_sc_hd__ha_1 31%, sky130_fd_sc_hd__mux2i_1 21%, sky130_fd_sc_hd__mux4_2 8.0%"
  post_synth_inst_count: 35
  synth_top_cell_by_count: "sky130_fd_sc_hd__ha_1"
  ys_top_logic_family: "adder cells"
  synthSimpleGateAreaFrac_pct: 12.50
  area_fraction_in_full_adders_half_adders_and_majority_gates_pct: 31.25
  synth.cell_area_um2: 280.3
  synth.yosys.chip_area_um2: 280.3
  yosysUniqueCellTypes: 15
  post_synth_ao_oa_area_fraction_pct: 13.39
  yosysWarnings: 1
  yosys-stat-cells: 35
  synthDominantAreaCellType: "sky130_fd_sc_hd__ha_1"
timing:
  period_minus_slack_ns: 1.535
  max_clock_freq_ghz: 0.6515
  slew_violations: 0
  fin_ws_ns: -0.1349
  post-route-period-util_pct: 109.6
  final-setup-viol-count: 3
  hold_violations: 0
  rsz0062_at_grt: "yes"
drt:
  wire_per_inst_um: 8.137
  drt-initial-drc-count: 6
  drc: 0
  ant_nets: 0
  via_count: 300
  routed_wirelength_um: 830
  drt_pre_antenna_iters: 3
  post_drt_via_cell_ratio: 2.941
  antenna-diode-count: 0
worst_hold_path:
  hold_class: "in2out"
placed_design:
  port_buffers: 11
  dp_cells: 98
  hpwlAfterDp_um: 614.3
  gp_routability_congestion: 0.8284
global_routing:
  grt_first_pass_wirelength_mm: 1.304
  grt_usage_pct: 2.288
  grt_max_degree: 7
  antenna_found_initial: 0
  overflow: 0
  grt_pass1_vias: 309
worst_setup_path:
  worst_path_largest_cell_delay_ns: 0.45
  critPathKind: "in2out"
  timing.critical_path.buf_inv: 3
  worstPathArrival_ns: 1.25
  critical_path.top_delay_family: "multiplexers"
  timing.critical_path.fanout_max: 5
  critical_path_required_ns: 1.12
  critical_path.endpoint_type: "output pin"
  crit_path_start_kind: "primary input"
  worst_path_cell_trace: "buf_8 -> buf_6 -> ha_2 -> mux4_2 -> buf_2"
  critical-path-slowest-cell: "sky130_fd_sc_hd__mux4_2"
run:
  log.warning_count: 40
  max_cap_violations: 0
finish:
  clkbuf_count: 0
  layoutNonFillerInstCount: 102
  sequential_cell_area_um2: 0
  final_core_utilization_pct: 16.89
  fillers: 376
  fraction_of_final_layout_cells_sized_beyond_drive_strength_1_pct: 58.93
  combGateArea_um2: 299.0
  layout.sequential_cells: 0
  layout-area-overhead-vs-synth_pct: 105.8
floorplan:
  die_h_um: 80
  initial_core_util_pct: 8.205
  row_cnt: 21
  die.size.x_um: 80
  design.core.area_um2: 3416
  dieArea_um2: 6400
  num_io_pins: 12
power:
  static-leakage-power_nw: 0.2620
  pwr_density_nw_per_um2: 253.8
  ir_worst_vdd_uv: 45.37
status:
  violations: "negative setup slack"
  outcome: "complete, but fails checks"
cell type report:
class,instances,area share (%)
repair buffers,24,34.06
inverters,3,4.121
well taps,46,9.978
multi-input cells,29,51.84
tightest hold or removal path: cells and delay by family:
family          cells  cell delay, ns
compound gates      1            0.16
buf+inv             3            0.29
repair_timing:
item	in CTS	in global routing
setup buffers	2	1
pin swaps	5	6
setup endpoints to repair	7	6
hold buffers	0	0
gates resized	48	11
gates cloned	1	0
routing by layer:
layer	GRT usage, %	routed length [um]
met1	3.042	407
met2	3.852	366
met3	0.4545	56
met4	0.1761	0
met5	0	0
through the flow:
step | hold slack (ns) | TNS (ns) | total power, mW | area (um2) | worst slack (ns)
2_1_floorplan | 0.6601 | 0 | 0.05319 | 280.3 | 0.07000
3_3_place_gp | 1.717 | -5.480 | 0.1277 | 493.0 | -0.9242
3_5_place_dp | 1.703 | -5.419 | 0.1289 | 493.0 | -0.9135
4_1_cts | 1.015 | -0.4799 | 0.1396 | 568.0 | -0.1269
5_1_grt | 1.050 | -0.3854 | 0.1631 | 576.8 | -0.1538
6_report | 1.008 | -0.1741 | 0.1464 | 576.8 | -0.1349
kinds of logic after synthesis:
group,count (synthesis)
AOI/OAI and AO/OA,6
adders and majority gates,7
buffers and inverters,6
muxes,7
other,1
and+or+nand+nor,8
final timing paths:
path | startpoint | end | depth (start not counted)
worst max-delay path | num[1] | display[4] | 5
worst min-delay path | num[1] | display[6] | 4
placed cells by master, fill, tap and decap left out, types with 2 or more instances in the layout:
| cell | instances |
|---|---|
| sky130_fd_sc_hd__o21ai_1 | 2 |
| sky130_fd_sc_hd__buf_6 | 3 |
| sky130_fd_sc_hd__buf_4 | 8 |
| sky130_fd_sc_hd__ha_2 | 3 |
| sky130_fd_sc_hd__dlygate4sd2_1 | 2 |
| sky130_fd_sc_hd__ha_4 | 3 |
| sky130_fd_sc_hd__nor2_1 | 5 |
| sky130_fd_sc_hd__mux2i_1 | 6 |
| sky130_fd_sc_hd__a21oi_1 | 2 |
| sky130_fd_sc_hd__buf_2 | 6 |
| sky130_fd_sc_hd__clkbuf_2 | 2 |
| sky130_fd_sc_hd__buf_8 | 3 |
report_power, final:
part	internal, mW	switching [mW]
sequential	0	0
clock	0	0
combinational	0.0875	0.0590
total	0.0875	0.0590
No activity file was given, so power comes from the tool's default toggle rates.
