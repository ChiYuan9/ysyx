<file path="flow/config.mk">
export PLATFORM = sky130hd
export DESIGN_NAME = addsub_4
export DESIGN_NICKNAME = addsub_4
export VERILOG_FILES = /design/flow/design.v
export SDC_FILE = /design/flow/constraint.sdc
export NUM_CORES = 4
export LEC_CHECK = 1
export CORE_AREA = 10 10 70 70
export DIE_AREA = 0 0 80 80
</file>
<file path="flow/constraint.sdc">
current_design addsub_4

set clk_period 4.8
set clk_io_pct 0.2

create_clock -name clk0 -period $clk_period

set non_clock_inputs [all_inputs -no_clocks]
set_input_delay [expr $clk_period * $clk_io_pct] -clock clk0 $non_clock_inputs
set_output_delay [expr $clk_period * $clk_io_pct] -clock clk0 [all_outputs]
</file>
<file path="flow/design.v">
module addsub_4(
	input [3:0] a,
	input [3:0] b,
	input is_add,
	output [3:0] out,
	output cout,
	output overflow
);
wire [3:0] b_input = is_add ? b : (~b + 1);
assign {cout, out} = a + b_input;
assign overflow = (a[3] == b_input[3]) && (out[3] != a[3]);
endmodule
</file>
<file path="flow/run.sh">
#!/bin/bash
# OpenROAD 26Q1-2900-gdf79404cd8, Yosys 0.63+post, stock flow scripts
make -C /OpenROAD-flow-scripts/flow DESIGN_CONFIG=/design/flow/config.mk WORK_HOME=/design/flow/orfs finish
</file>
==> notes.md <==
yosys + openroad results -> status finished clean, area figure in the yosys stat output about 200 µm², TNS Setup 0 ns, Mux cell area share 11.18%, RD Place Congestion between 0.7 and 0.8, Adder Share, Synth ~41%, first-pass GRT wire length between 1000 and 1500 µm, Post-Synth AOI/OAI Area 15.53%, PwrDens between 100 and 150 nW/µm², sw power roughly 0.019 mW, Post-Place Cells ~84, register area 0 µm², Pwr Total 0.05520 mW, Flop Count 0, full die area ~6400 µm², area grow syn2layout 103.1%, maximum VDD drop 0.07053 mV, mapped cell area a little over 200 µm², num ports 15, Init Core Util just under 6%, Hold Buf Count CTS 0, chip height approximately 80 µm, # DRC 0, Synth Warn # 0, comb area leader adder cells, Routed WL per cell 8.369 µm, P_leak ~0.18 nW, Fillers 399, Rel. slew slack 87.20%, CP required approximately 3.8 ns, CP Capture Point overflow, Cell Chain, Critical Path clkdlybuf4s50_1, inv_1, ha_1, mux2_2, ha_1, a21o_1, a21oi_2, mux2_1, clkdlybuf4s50_1, GRT Overall Usage under 10%, Worst Hold Slack approximately 3 ns, number of max-cap violations 0, Syn Area/Cell 8.758 µm², Antenna Nets Post-Route 0, Finished Layout Cells approximately 84, CP startpoint kind input port, via count of the first global-routing pass approximately 220, grt ovf 0, minimum clock period 4.448 ns, # diodes 0, CTS resizes 0, Final Hold Vio Count 0, synthesized instance count 23, power share of the clock group 0%, Tightest Pin Transition 0.1913 ns, Log Warnings 32, Critical Path Sink Type output pin, sw frac around 34%, Slew Viols, Final 0, DR vias ~200, Final Setup Violations 0, worst min path class input port to output pin, P_int roughly 0.037 mW, area of the multi-input gates 193.9 µm², Setup Fix Bufs, Post-CTS 0, Final Cycle Share a little over 90%, Worst EP arrival approximately 3.5 ns, initial antenna violation count 0, share of cells above drive strength 1 around 5.3%, CP Max Fanout 3, simple share between 10 and 15%, crit path max-delay cell type clkdlybuf4s50_1, Comb power frac 100.0%, Vias per Instance between 2 and 2.5, Core ar. roughly 3400 µm², # Cells Yosys 23, Die Width about 80 µm, Netlist cell types 12, kind of critical path input port to output pin, XOR Share, Synth between 10% and 20%, PortBufs 15, DR iter-0 viols 2, largest net degree at the start of global routing 5, Total Routed Length around 700 µm, placed wire-length estimate around 620 µm, DR pass1 iterations 2, Flop pwr share 0%, Rows 21, CP max stage delay ~0.51 ns, sequential area share after synthesis 0%, RSZ-0062 raised after global routing false, CLK BUF 0, worst setup path start b[0], fmax 224.8 MHz
[worst min-delay path by stage]
| stage | start | slack, ns | depth (start not counted) | endpoint |
|---|---|---|---|---|
| 4_1_cts | a[0] | 3.02 | 3 | out[0] |
| 5_1_grt | a[0] | 3.03 | 3 | out[0] |
| 6_report | a[0] | 3.00 | 3 | out[0] |
[cell type report]
cell class / count / share of cell area, %
Inverter: 2 / 1.835
Tap cell: 46 / 14.07
Timing Repair Buffer: 15 / 36.70
Multi-Input combinational cell: 21 / 47.40
[power by group through the flow]
stage	Sequential [mW]	Clock (mW)	Combinational (mW)
4_1_cts	0	0	0.0562
5_1_grt	0	0	0.0620
6_report	0	0	0.0552
[per-stage QoR]
step | area [µm²] | setup slack, ns | util, %
floorplan | 201.4 | 1.422 | -
global placement | 409.1 | 0.3776 | 11.98
detailed placement | 409.1 | 0.3574 | 11.98
CTS | 409.1 | 0.3423 | 11.98
global route | 409.1 | 0.2211 | 11.98
finish | 409.1 | 0.3516 | 11.98
[per-layer routing]
layer	share of wire (%)	vias to the layer above	track usage (%)
met5	0	-	0
met2	20	14	2.167
met3	19	0	1.477
met1	60	74	4.042
li1	-	111	-
met4	0	0	0
[logic make-up after synthesis]
logic type               Yosys count
AND-OR/OR-AND                      4
AND/OR/NAND/NOR                    5
adder cells (fa/ha/maj)            6
buffers and inverters              2
XOR/XNOR                           4
multiplexers                       2
[worst max-delay path: cells and delay by family]
family          cells  cell delay (ns)
buf+inv             3             0.98
compound gates      2             0.37
mux                 2             0.62
fa+ha+maj           2             0.55
[cell usage after synthesis (all sizes together)]
master  count  area [µm²]
a21oi       1       8.760
inv         2       7.510
a21o        3       22.52
nor2b       1       6.260
fa          1       20.02
nor3        1       5.000
ha          5       62.56
nor2        3       11.26
xnor2       1       8.760
mux2        2       22.52
xor2        3       26.28
[cell usage in the layout (no fill, tap or decap), types with 2 or more instances in the layout]
cell type and n:
a21o_1 3, clkdlybuf4s50_1 15, ha_1 5, inv_1 2
nor2_1 3, xor2_1 3
Power is estimated from default activity; no workload was simulated.
